`design/flow/config.mk`:
```
export PLATFORM = sky130hd
export DESIGN_NAME = alu
export DESIGN_NICKNAME = alu
export VERILOG_FILES = /design/flow/design.v
export SDC_FILE = /design/flow/constraint.sdc
export NUM_CORES = 4
export LEC_CHECK = 1
export CORE_UTILIZATION = 40
```
`design/flow/constraint.sdc`:
```
current_design alu

set clk_period 17.1
set clk_io_pct 0.2

create_clock -name clk0 -period $clk_period

set non_clock_inputs [all_inputs -no_clocks]
set_input_delay [expr $clk_period * $clk_io_pct] -clock clk0 $non_clock_inputs
set_output_delay [expr $clk_period * $clk_io_pct] -clock clk0 [all_outputs]
```
`design/flow/design.v`:
```
module alu(
    input      [31:0] data_A,
    input      [31:0] data_B,
    input      [4:0]  shamt,
    input      [3:0]  alu_sel,
    input             B_sel,
    output     [31:0] alu_out
);
assign alu_out =    (alu_sel == 4'd0 ) ? $signed(data_A) + $signed(data_B) :             
                    (alu_sel == 4'd1 ) ? $signed(data_A) - $signed(data_B) :             
                    (alu_sel == 4'd2 ) ? data_A ^ data_B :                               
                    (alu_sel == 4'd3 ) ? data_A | data_B :                               
                    (alu_sel == 4'd4 ) ? data_A & data_B :                               
                    (alu_sel == 4'd5 ) ? (B_sel ? $signed($signed(data_A) << $signed({27'b0, shamt})) : $signed($signed(data_A) << ($signed(data_B[4:0])))) :    
                    (alu_sel == 4'd6 ) ? (B_sel ? ($signed(data_A) >> $signed({27'b0, shamt})) : ($signed(data_A) >> $signed(data_B[4:0]))) :                    
                    (alu_sel == 4'd7 ) ? (B_sel ? $signed($signed(data_A) >>> $signed({27'b0, shamt})) : $signed($signed(data_A) >>> $signed(data_B[4:0]))) :    
                    (alu_sel == 4'd8 ) ? (($signed(data_A) < $signed(data_B)) ? 1:0) :   
                    (alu_sel == 4'd9 ) ? ((data_A < data_B) ? 1:0) :                     
                    (alu_sel == 4'd10) ? data_B:                                         
                    (alu_sel == 4'd11) ? data_A + $signed(data_B):                       
                    {'X};
endmodule
```
`design/flow/run.sh`:
```
#!/bin/bash
# OpenROAD 26Q1-2900-gdf79404cd8, Yosys 0.63+post, stock flow scripts
make -C /OpenROAD-flow-scripts/flow DESIGN_CONFIG=/design/flow/config.mk WORK_HOME=/design/flow/orfs finish
```
==> run summary <==
Results of an implementation run.

The synthesized instance count is about 1.5k. The highest supply drop recorded on VDD is about 0.027 mV. The library cells used most frequently in the layout, excluding fill and tap cells, are 165 x nor2_1, 153 x a21oi_1, 139 x mux2i_1.

The utilization after layout is 0.465. The report counts max-capacitance violations totalling 0. The area recorded from the Yosys report for this design is between 9000 and 10000 um^2.

The area of the mapped netlist is around 10000 um^2. The run finished with clean final reports. The number of antenna violations at the first check in global routing was 0. The final total negative setup slack is 0 ns. The type of the setup path with the least slack is primary input to output pin. The top logic cell by instance count in the layout is nor2_1. The number of cells on the worst hold path is listed as 5.

The sort of element at the end of the critical path is an output pin. The overall die height is about 160 um. met1 track demand over resource after global routing is 0.656. The post-cts hold-fix buffer tally is 0. The area occupied by multi-input gates is ~9200 um^2.

The post-cts gate resize count is 0. The script extracted a total leakage power of approximately 4.7 nW. According to the floorplan report, the placeable core area is ~24000 um^2.

The critical path arrival is between 8 and 9 ns. Dividing the detail-routed via count by the number of cells gives about 7.0. The main area contributors are mux2i_1 14%, ha_1 12%, a21oi_1 7.7%. The count of port buffers added during placement is ~110.

The first routing iteration left 1913 violations. The final setup violation count is 0. The layout summary lists the proportion of cells stronger than drive strength 1 as 0.0567. The floorplan has roughly 57 rows.

The part of the Yosys area used for sequential elements is 0. The I/O pin total is around 110. In the global route stage, met2 resource usage came out at 0.625. The type of the most critical hold path is primary input to output pin. The post-synthesis cell type count is 82. The mean routed wirelength per cell is 30.3 um. The largest area contributor in the netlist is mux2i_1.

According to the dpl log, the detail-placed design has an HPWL of around 45000 um. The minimum clock period after layout is between 10 and 15 ns. Dividing the synthesized area by the synthesized cell count gives ~6.5 um^2.

The minimum setup slack in the final design is around 5.5 ns. The total overflow left after global routing is 0. The final wirelength is 57400 um.

In this run the remaining antenna-violating nets after routing total 0. The wire length of the first global-routing pass is roughly 83000 um. The die outline width is about 160 um.

The layout sequential cell count is 0. The flow measured a signed area growth from synthesis to layout of 13.4%. In the finished design, the share of the clock period the worst path needs comes to 0.680.

Measured against its own limit, the worst slew margin works out to 0.354. Data on the critical path is required at its endpoint by about 14 ns. The final timing report lists a hold violation count of 0. Prior to clock tree synthesis, the placed netlist has a worst setup slack of 5.68 ns. Before antenna repair, the detailed router went through 6 iterations.

The layout has around 2.6k filler cells. The power per cell area is a little over 40 nW/um^2. The overall chip area is between 20000 and 30000 um^2. The maximum number of pins on one net before global-route repair is between 60 and 70. The clock buffers instantiated in the layout total 0.

The register area is 0 um^2. The proportion of netlist area held by the largest area contributor is 0.144. The DRC violation total left in the routed layout is recorded as 0. Static timing analysis puts the maximum clock frequency at around 86 MHz. The number of global-route vias before repair is 12.1k. Setup repair after global routing left no endpoint under its margin. The layer flagged by global routing as most heavily used is met1. The via total after detailed routing is between 10k and 15k. The minimum hold slack is approximately 8 ns. The synth_stat.txt file lists the number of cells as between 1.5k and 2k. The repair_antennas step left the layout with diodes totalling 0. The routability congestion estimate from global placement is approximately 1.2.

Warnings reported by Yosys during synthesis add up to 0. The initial utilization of the core area, before any placement, comes to 0.410. The category of the worst setup path launch point is a primary input. The routing usage on met3 is 0.113. The number of warnings in the stage logs is approximately 96.

The max-slew violation count is 0. The global routing report lists combined usage of all routing layers as 0.447. Looking at the post-CTS report, the setup buffer insertion count equals 0. Max fanout on the critical path was recorded as 12.

Looking at the max-slew report, the worst-margin pin has a slew of between 0.9 and 1 ns.
## area by class of cell
class	instances	area share
multi-input cells	1318	0.810
repair buffers	147	0.120
inverters	104	0.0344
well taps	324	0.0358
## through the flow
step / power [mW] / cell area, um^2 / std cells
6_report: 0.464 / 11300 / 1893
5_1_grt: 0.487 / 11300 / 1893
4_1_cts: 0.445 / 11300 / 1893
3_5_place_dp: 0.442 / 11300 / 1893
3_3_place_gp: 0.446 / 11300 / 1893
2_1_floorplan: 0.270 / 10000 / 1539
## report_power, final
| part | total (mW) | internal [mW] | switching (mW) | leakage (nW) |
|---|---|---|---|---|
| combinational | 0.464 | 0.167 | 0.296 | 4.75 |
| sequential | 0 | 0 | 0 | 0 |
| clock | 0 | 0 | 0 | 0 |
| total | 0.464 | 0.167 | 0.296 | 4.75 |
## path summary, 6_finish.rpt
kind,start,to,slack (ns)
setup / recovery,data_A[11],alu_out[31],5.47
hold / removal,alu_sel[0],alu_out[0],7.83
## metal layers
| layer | up-vias | wire (um) |
|---|---|---|
| li1 | 5819 | - |
| met1 | 6290 | 24700 |
| met2 | 959 | 23100 |
| met3 | 136 | 6970 |
| met4 | 0 | 2630 |
| met5 | - | 0 |
## worst max-delay path: stages
cell and delay [ns]:
clkdlybuf4s50_1 0.87, inv_1 0.10, ha_1 0.58, nand2_1 0.22, nor4_1 0.40, nand4_1 0.36, a211o_1 0.42, a31oi_1 0.39
nand4_1 0.29, a211oi_1 0.35, xnor2_1 0.10, a32oi_1 0.21, clkdlybuf4s50_1 0.49
## cells in the mapped netlist, types with 29 or more instances
cell type and count:
nand3_1 40, o21ai_0 87, mux2i_1 144, nor2_1 167, ha_1 96, clkbuf_1 83, a21oi_1 153, a211oi_1 29
nor3_1 35, inv_1 96, o21ai_1 45, nand2_1 129
## cell families after synthesis
family,share of synthesized area
AOI/OAI and AO/OA,0.374
and+or+nand+nor,0.202
buffers and inverters,0.0885
muxes,0.186
adders and majority gates,0.124
xor gates and xnor gates,0.0254
No activity file was given, so power comes from the tool's default toggle rates.
