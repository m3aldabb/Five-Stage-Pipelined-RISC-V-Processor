**flow/config.mk**
```make
export PLATFORM = sky130hd
export DESIGN_NAME = immgen
export DESIGN_NICKNAME = immgen
export VERILOG_FILES = /design/flow/design.v
export SDC_FILE = /design/flow/constraint.sdc
export NUM_CORES = 4
export LEC_CHECK = 1
export CORE_AREA = 10 10 70 70
export DIE_AREA = 0 0 80 80
```
**flow/constraint.sdc**
```tcl
current_design immgen

set clk_period 3.6
set clk_io_pct 0.2

create_clock -name clk0 -period $clk_period

set non_clock_inputs [all_inputs -no_clocks]
set_input_delay [expr $clk_period * $clk_io_pct] -clock clk0 $non_clock_inputs
set_output_delay [expr $clk_period * $clk_io_pct] -clock clk0 [all_outputs]
```
**flow/design.v**
```verilog
module immgen (
    input  [31:0]    insn,
    input  [9:0]     optype,
    output [31:0]    imm  
);
logic S, B, U, J;
assign S = optype[5];
assign B = optype[6];
assign U = (optype[7] || optype[8]);
assign J = optype[9];
assign imm[31]    = insn[31];
assign imm[30:20] = U ? insn[30:20] : {11{insn[31]}};
assign imm[19:12] = (U || J) ? insn[19:12] : {8{insn[31]}};
assign imm[11]    = B ? insn[7] : (U ? 1'b0 : (J ? insn[20] : insn[31]));
assign imm[10:5]  = U ? 6'b0 : insn[30:25];
assign imm[4:1]   = (S || B) ? insn[11:8] : (U ? 4'b0 : insn[24:21]);
assign imm[0]     = (B || U || J) ? 1'b0 : (S ? insn[7] : insn[20]);
endmodule
```
**flow/run.sh**
```bash
#!/bin/bash
# OpenROAD 26Q1-2900-gdf79404cd8, Yosys 0.63+post, stock flow scripts
make -C /OpenROAD-flow-scripts/flow DESIGN_CONFIG=/design/flow/config.mk WORK_HOME=/design/flow/orfs finish
```
==> impl_metrics.py <==
# Physical implementation metrics
metrics = {
    "outcome": {
        "status": "finished clean",
    },
    "cells_and_area": {
        "drive_gt1_share_pct": 13.3,
        "combGateArea_um2": 318,
        "fillers": 380,
        "flops": 0,
        "lay_top_count": "clkdlybuf4s50_1",
        "post_layout_nonfiller_instances": 151,
        "layout_top_cells": "clkdlybuf4s50_1, a21o_1, a21o_2",
        "ff_latch_area_um2": 0,
        "nClkBuffers": 0,
        "area_growth_pct": 192,
    },
    "route": {
        "ant_nets": 0,
        "num_antenna_cells": 0,
        "routed_wl_mm": 2.20,
        "dr.pass1.iters": 2,
        "num_vias": 580,
        "viasPerCell": 3.84,
        "drtIter0Drc": 25,
        "wl_per_cell_um": 14.6,
        "route.detailed.drc": 0,
    },
    "final_timing": {
        "grt_setup_unrepaired": "false",
        "min_period_ps": 3300,
        "hold_viol_final": 0,
        "tns_ps": 0,
        "min_period_over_period_pct": 91.6,
        "slew_viol_final": 0,
        "max-slew-margin-rel_pct": 54.7,
        "fmax_ghz": 0.303,
        "worst_slew_pin_slew_ps": 674,
        "setup_viol": 0,
        "holdWs_ps": 2340,
    },
    "worst_setup_path": {
        "endpoint": "imm[3]",
        "cp.required_ps": 2880,
        "crit_family": "buffers and inverters",
        "worstPathMaxFanout": 6,
        "slowest_delay_ps": 650,
        "cp_cell_sequence": "clkdlybuf4s50_1 -> nor4_1 -> a22o_1 -> clkdlybuf4s50_1",
        "crit_path_top_delay_cell": "nor4_1",
        "cp_common_cell": "clkdlybuf4s50_1",
        "crit_type": "in -> out",
        "end_kind": "primary output",
        "arrival_ps": 2580,
        "path_buffers": 2,
        "crit_path_start_kind": "input port",
        "cp-startpoint": "optype[8]",
        "path_depth": 4,
    },
    "global_route": {
        "grt_usage_pct": 6.53,
        "antenna_found_initial": 0,
        "grt_pass1_vias": 626,
        "grt_pass1_wl_mm": 3.39,
        "grt_overflow": 0,
        "grt_max_degree": 13,
    },
    "yosys": {
        "ys_cells": 45,
        "ys_types": 17,
        "syn-mean-instance-area_um2": 7.70,
        "synth_area_um2": 347,
        "synth_cells": 45,
        "synthTopCellsByArea": "a21o_1, a21o_2, and2_1",
        "ys_area_um2": 347,
        "top_cell_area_share_pct": 23.8,
        "postSynthSeqShare_pct": 0,
        "ys_warn_count": 0,
        "largest_area_cell": "a21o_1",
    },
    "power": {
        "power.leakage_nw": 0.439,
        "power-per-cell-area_nw_per_um2": 113,
        "fin_total_pwr_mw": 0.114,
        "ir_drop_v": 0.0000301,
    },
    "floorplan": {
        "dieArea_um2": 6400,
        "row_count": 21,
        "core_area_um2": 3420,
        "die_w_um": 80,
        "die_h_um": 80,
        "ios": 74,
        "floorplan.core_util_pct": 10.1,
    },
    "cts": {
        "cts_hold_buf": 0,
        "post_cts_buffers": 0,
        "cts_resized": 0,
    },
    "placement": {
        "dp_cells": 151,
        "dp_hpwl_mm": 1.99,
        "gp_congestion": 0.742,
        "portBuffers": 62,
    },
    "flow_run": {
        "cap_viol_max_count": 0,
        "warning_count": 44,
    },
    "min_path": {
        "min_path_type": "in -> out",
    },
}
layout make-up:
type	instances	area share, %
Multi-Input combinational cell	41	31.4
Tap cell	46	5.69
Timing Repair Buffer	64	62.9
synth_stat cells:
cell and n:
a21o_1 11, a21o_2 8, a22o_1 4, and2_1 6, buf_2 2, buf_4 1
buf_6 1, mux2i_1 2, nand2_1 1, nor2_1 1, nor3_2 1, nor3b_1 1
nor4_1 1, nor4b_2 1, o31ai_1 1, or2_2 2, or3_1 1
report_power, final:
group / internal (mW) / switching [mW] / total (mW)
Clock: 0 / 0 / 0
Combinational: 0.0860 / 0.0278 / 0.114
Sequential: 0 / 0 / 0
metrics by stage:
stage	util [%]	worst slack (ps)	area (um^2)
floorplan	-	1470	347
global placement	29.6	369	1010
detailed placement	29.6	295	1010
CTS	29.6	299	1010
global route	29.6	125	1010
finish	29.6	302	1010
worst min path at each step:
| stage | endpoint | slack [ps] | start | cells past startpoint |
|---|---|---|---|---|
| CTS | imm[31] | 2360 | insn[31] | 2 |
| global route | imm[31] | 2400 | insn[31] | 2 |
| finish | imm[31] | 2340 | insn[31] | 2 |
metal layers:
layer	up-vias	GRT usage [%]	wire (um)
li1	292	-	-
met1	263	8.11	893
met2	25	10.9	1090
met3	0	2.73	216
met4	0	0	0
met5	-	0	0
cells by family after synthesis:
kind of cell    synth area share, %
simple gates                   29.6
mux                            5.78
buf+inv                        8.30
compound gates                 56.3
Power is estimated from default activity; no workload was simulated.
