File: /design/flow/config.mk
export PLATFORM = sky130hd
export DESIGN_NAME = register_file
export DESIGN_NICKNAME = register_file
export VERILOG_FILES = /design/flow/design.v
export SDC_FILE = /design/flow/constraint.sdc
export NUM_CORES = 4
export LEC_CHECK = 1
export CORE_UTILIZATION = 40
File: /design/flow/constraint.sdc
current_design register_file

set clk_period 10.0
set clk_io_pct 0.2

create_clock -name clk0 -period $clk_period [get_ports {clk}]

set non_clock_inputs [all_inputs -no_clocks]
set_input_delay [expr $clk_period * $clk_io_pct] -clock clk0 $non_clock_inputs
set_output_delay [expr $clk_period * $clk_io_pct] -clock clk0 [all_outputs]
File: /design/flow/design.v
module register_file (
    input         clk,
    input         write_enable,
    input  [4:0]  addr_rs1,
    input  [4:0]  addr_rs2,
    input  [4:0]  addr_rd,
    input  [31:0] data_rd,
    output [31:0] data_rs1,
    output [31:0] data_rs2
);
logic [31:0] mem [31:0];
initial begin
    for(int i = 0; i < 32; i++) begin
        mem[i]  = i;
    end
end
always @(posedge clk) begin
    if(write_enable && (addr_rd != 5'b0)) begin
        mem[addr_rd] <= data_rd;
    end 
end
assign data_rs1 = mem[addr_rs1];
assign data_rs2 = mem[addr_rs2];
endmodule
File: /design/flow/run.sh
#!/bin/bash
# OpenROAD 26Q1-2900-gdf79404cd8, Yosys 0.63+post, stock flow scripts
make -C /OpenROAD-flow-scripts/flow DESIGN_CONFIG=/design/flow/config.mk WORK_HOME=/design/flow/orfs finish
==> out/qor.csv <==
metric,value,unit
status,"complete, no violations",
FP Rows,127,
largest reg by FF count,mem,
total gr overflow,0,
root buffer cell,clkbuf_16,
LEAKAGE,20.2,nW
placed cell area,0.0519,mm2
crit end category,output port,
"EDFF count, synth",1024,
Global Route Usage Sum,26.6,%
warnings from Yosys,1,
Largest register FFs,1024,
dominant synthesized flop cell,edfxtp_1,
placed insts,5013,
cts hold-fix bufs,0,
crit path DRT,8.00,ns
Relative slew margins,35.5,%
hold_sp,data_rd[3],
fin cells,5209,
max-slew violations,0,
CTS tree,yes,
Hold Path Sink,mem[30][3]$_DFFE_PP_,
area of the core,0.120,mm2
Initial DRC Count,2120,
Yosys top cell by area,edfxtp_1,
RSZ-0062 raised after global routing,false,
number of global-route vias before repair,31800,
critical path type,in2out,
initial antenna violation count,8,
drt drc,0,
count of tool warnings,26,
Top cells by area,"edfxtp_1 (63%), mux2i_1 (21%), a22oi_1 (3.0%)",
yosys synthesis chip area,0.0488,mm2
wire per inst,29.4,um
clk slew on worst S/H paths,0.07,ns
die width,351,um
Final Hold Vio Count,0,
worst-path maximum fanout,37,
via count,30900,
final WL,153000,um
# IOs,113,
Chip Height,351,um
final total power,0.00959,W
Yosys cell types,24,
Final period util,74.6,%
Synth Instances,3386,
Resized Gates After CTS,0,
Top Registers,mem x1024,
share of the synthesized area in the top cell type,63.1,%
post-DP HPWL,83400,um
"FFs w/ async S/R, synth",0,%
Flops after synth,1024,
syn avg cell area,14.4,um2
Initial DRT Pass Iterations,5,
Area growth syn-to-layout,13.4,%
Clock Sinks,1024,
Hold/Removal Path Class,in2reg,
Port Buf Inserts,112,
Final min period,7.46,ns
clock buffer count from CTS,107,
Clock Tree Buf Depth,3,
launching element type of the critical path,input pin,
die area,0.123,mm2
cell area after synthesis,0.0488,mm2
hold path cells,2,
Slew @ Worst Pin,0.965,ns
Pre-Place Util,40.5,%
max_cap viols,0,
Worst Path Arrival,5.46,ns
final instance area,0.0553,mm2
setup tns final,0,ns
worst vdd ir,144,uV
register share after synthesis,63.1,%
layout cells sized above 1,9.04,%
GPL Wtd Cong,0.848,
pwr dens,173,mW/mm2
setup violators final,0,
H-tree Lvls,3,
first-pass GRT wire length,216000,um
Vias/cell,5.93,
# Cells Yosys,3386,
post-route ant nets,0,
Post-CTS Setup Inserts,0,
commonest cells in the netlist,"edfxtp_1 (1,024), mux2i_1 (1,024), nand2_1 (195)",
largest net degree at the start of global routing,91,
FMAX,0.134,GHz
==> logic make-up (layout without fill, tap and decap cells) <==
group / count (synthesis) / after routing / synth area share, %
and+or+nand+nor: 508 / 508 / 4.71
other: 1 / 33 / 0.00769
muxes: 1024 / 1024 / 21.0
DFF: 1024 / 1024 / 63.1
buffers and inverters: 253 / 432 / 3.15
AOI/OAI and AO/OA: 576 / 576 / 8.05
==> area by class of cell <==
class,instances,area [um2]
antenna,1,2.50
multi-input combinational,2140,16900
tap,1612,2020
clock buffer,124,2760
sequential,1024,30700
fill,10400,65200
timing repair buffer,237,2210
clock inverter,71,646
==> report_power, final <==
| group | switching (W) | leakage (nW) | internal, W | total (W) |
|---|---|---|---|---|
| logic | 0.000553 | 9.34 | 0.000334 | 0.000888 |
| registers | 0.0000241 | 9.25 | 0.00479 | 0.00481 |
| clock network | 0.00167 | 1.65 | 0.00221 | 0.00389 |
==> placed cells by master, fill, tap and decap left out <==
master and n:
a21oi_1 192, a22o_1 128, a22oi_1 192, a31oi_1 64, and2_4 2, buf_12 11, buf_4 114, buf_8 2
bufinv_16 9, clkbuf_1 16, clkbuf_16 108, clkdlybuf4s50_1 110, clkinv_1 31, clkinv_2 15, clkinv_4 1, clkinv_8 1
clkinvlp_4 7, conb_1 32, diode_2 1, edfxtp_1 1024, inv_16 4, inv_6 3, mux2i_1 1024, nand2_1 193
nand2_2 2, nand2b_2 4, nand3_1 194, nand3b_1 5, nor2_1 1, nor2_4 33, nor2b_4 4, nor3_1 64
or2_2 2, or3_1 1, or3b_2 3
==> worst max-delay path, stage by stage <==
cell and delay, ns:
clkdlybuf4s50_1 0.55, nor2_4 0.79, buf_4 0.67, a22o_1 0.22
nor3_1 0.06, a31oi_1 0.26, nand3_1 0.35, clkdlybuf4s50_1 0.54
==> how the worst max path moves through the flow <==
| stage | start | to | slack [ns] | depth (start not counted) |
|---|---|---|---|---|
| 6_report | addr_rs2[2] | data_rs2[14] | 2.54 | 8 |
| 5_1_grt | addr_rs2[2] | data_rs2[14] | 2.50 | 8 |
| 4_1_cts | addr_rs2[2] | data_rs2[14] | 2.56 | 8 |
==> metal layers <==
layer  vias up  routed length (um)  track usage (%)
met5         -                  81            0.275
met4        14                5460             7.56
met3       314               20700             15.3
met2      1608               73000             40.7
met1     15300               53800             33.0
li1      13600                   -                -
==> through the flow <==
stage	hold WS [ns]	setup WS, ns	utilization (%)
finish	2.12	2.54	45.9
global route	2.13	2.50	45.9
global placement	2.83	2.60	43.1
CTS	2.09	2.56	45.9
detailed placement	2.83	2.60	43.1
floorplan	2.10	4.95	-
No activity file was given, so power comes from the tool's default toggle rates.
